<file path="flow/config.mk">
export PLATFORM = sky130hd
export DESIGN_NAME = Mean
export DESIGN_NICKNAME = Mean
export VERILOG_FILES = /design/flow/design.v
export SDC_FILE = /design/flow/constraint.sdc
export NUM_CORES = 4
export LEC_CHECK = 1
export CORE_UTILIZATION = 30
</file>
<file path="flow/constraint.sdc">
current_design Mean

set clk_period 197.3
set clk_io_pct 0.2

create_clock -name clk0 -period $clk_period [get_ports {clk}]

set non_clock_inputs [all_inputs -no_clocks]
set_input_delay [expr $clk_period * $clk_io_pct] -clock clk0 $non_clock_inputs
set_output_delay [expr $clk_period * $clk_io_pct] -clock clk0 [all_outputs]
</file>
<file path="flow/design.v">
module Mean(clk,period,serial_square_in,mean);
input [31:0] serial_square_in;
input clk;
input [31:0] period;  
output reg [31:0] mean;
integer period_discrete, counter, sum;
initial
begin
period_discrete<=0;
counter <= 0;
sum <= 0;
end
always @(posedge clk)
begin
period_discrete <= period/1;  
if (counter < period_discrete)
	begin
		sum <= sum + serial_square_in;
		counter <= counter + 1;
	end
else if (counter == period_discrete)
	begin
		mean <= sum/period;
		sum <= 0;
		counter <= 0;
	end
end
endmodule
</file>
<file path="flow/run.sh">
#!/bin/bash
# OpenROAD 26Q1-2900-gdf79404cd8, Yosys 0.63+post, stock flow scripts
make -C /OpenROAD-flow-scripts/flow DESIGN_CONFIG=/design/flow/config.mk WORK_HOME=/design/flow/orfs finish
</file>
==> run summary <==
Slack of the critical path = 72460 ps
Vias in the first global route = 33374
Period utilisation layout = 63.3%
Remaining DRCs = 0
Num CTS Buffers = 17
Internal power = 0.284 mW
Number of placement rows = 124
Hold Path Stages = 2
Fin crit period = 124840 ps
Slew HR = 31.3%
Post-Place Worst Slack = 74010 ps
Power Dens Cells = 16.4 nW/um2
Worst Path Required = 197540 ps
Final Cell Area = 38100 um2
Final Wtd Congestion = 1.02
WL/cell = 21.3 um
Layout cells sized above 1 = 5.55%
Seq share, synth = 10.2%
Count leader, synth = ha_1
Synth Area per Inst = 7.27 um2
Worst hold start = counter[31]
Worst slew pin tran = 1000 ps
RSZ-0062 raised after global routing = false
FMAX = 0.00801 GHz
Root buffer cell = clkbuf_16
Clock network power share = 5.4%
Sw Share = 54.7%
Clock transition at path regs = 70 ps
NetSw = 0.342 mW
Mapped cell area = 34600 um2
Worst-case clock buffer depth = 2
Postcts setup bufs = 0
Critical path endpoint category = flop
Setup TNS = 0 ps
Hpwl dp = 109000 um
Total track usage = 23.1%
Synth top cells by count = ha_1, nor2_1, nand2_1
Gr ovfl total = 0
Logic pwr share = 86.4%
Largest net degree at the start of global routing = 67
1st-pass router iterations = 6
Chip Width = 342 um
CTS tree = yes
Crit path DAT = 125080 ps
First-pass GRT wire length = 204000 um
Yosys cell types = 103
IO Port Bufs = 96
WHS Endpoint = counter[31]
Crit-path max FO = 37
Hold Buf Count CTS = 0
Initial Util = 30.3%
DR vias = 36173
Wire length on met1 = 61900 um
Worst Hold Class = flop to flop
Antenna violations before repair = 10
R2R cell count = 311
Via/cell ratio = 5.71
Dominant flop cell = edfxtp_1
Sequential group share of total power = 8.2%
Mapped Cells = 4759
Max Cap Viol = 0
Core Footprint = 114000 um2
Final setup fails = 0
Final Skew = 32.8 ps
Top Metal Used = met5
Top cell area share = 21.4%
Final ANT Viol Nets = 0
Count of tool warnings = 26
# IOs = 97
Crit path kind = input port to flop
H-tree depth = 4
Layout area overhead = 10.2%
Startpoint Class = input port
Max Transition Viols Final = 0
Slowest stage cell, crit path = o31ai_1
Peak per-stage delay on the critical path = 780 ps
CTS sink cnt = 128
Synth warnings = 1
Registers, synthesis = 128
Starting DRC count in detailed routing = 3190
Maximum vdd drop = 8.50 uV
Largest cells by area after synthesis = ha_1, edfxtp_1, xnor2_1
Async SR Flop Fraction = 0%
Worst R2R End = mean[0]
Yosys chip area = 34600 um2
Total die area = 117000 um2
Post-CTS sizing = 0
CP most frequent cell = ha_1
Met2 WL = 57600 um
Met3 wire len = 10900 um
Clock latency on the worst-skew pair = 500 ps
Placed cells = 6307
Finished Core Util = 33.3%
Post-synth EDFFs = 96
Non-filler cells, final = 6340
Fin. Hold Viols = 0
Die Height = 342 um
Fillers = 12008
DP Area = 37600 um2
Leakage power total = 17.4 nW
Cell count in the Yosys report = 4759
Outcome = complete, no violations
Critical R2R Launch = sum[31]
R2R setup slack = 112900 ps
Final wirelength = 135000 um
Cell type with the largest total area = ha_1
flip-flops by register name (all words and copies together) (netlist names):
signal	cells
sum	32
counter	32
period_discrete	32
mean	32
cell usage in the layout, fill, tap and decap left out, types with 37 or more instances in the layout:
cell,instances
a211oi_1,42
a21o_1,177
a21oi_1,369
a31oi_1,70
and3_1,52
buf_4,77
clkdlybuf4s50_1,96
edfxtp_1,96
ha_1,593
inv_1,230
mux2_2,49
nand2_1,451
nand2b_1,50
nand3_1,149
nand4_1,44
nor2_1,488
nor2b_1,77
nor3_1,153
o211ai_1,53
o21a_1,140
o21ai_0,260
o21bai_1,40
o31ai_1,37
or2_2,48
or3_1,66
xnor2_1,214
xor2_1,171
worst max path at each step:
stage	startpoint	end	slack, ps	cells past startpoint
5_1_grt	period[24]	mean[0]	66450	312
4_1_cts	period[24]	mean[0]	74180	315
6_report	period[22]	mean[0]	72460	314
kinds of logic (layout without fill, tap and decap cells):
logic type	Yosys count	count (layout)	share of synthesized area, %
AND-OR/OR-AND	1477	1477	28.3
XOR/XNOR	385	385	9.75
adder cells (fa/ha/maj)	594	594	21.5
buffers and inverters	377	445	4.12
flip-flops	128	128	10.2
multiplexers	88	88	2.77
other	0	1	0
AND/OR/NAND/NOR	1710	1710	23.4
power by group through the flow:
stage	sequential [mW]	clock, mW	combinational [mW]
after CTS	0.0511	0.0352	0.534
final	0.0511	0.0340	0.541
after global routing	0.0523	0.0356	0.600
worst max-delay path: cells and delay by family:
kind                       cells  cell delay (ps)
AOI/OAI and AO/OA            154            40150
and+or+nand+nor               89            22430
buffers and inverters         31            10090
adders and majority gates     31             9610
muxes                          9             3050
per-stage QoR:
step / hold slack (ps) / total power [mW]
6_report: 641 / 0.626
5_1_grt: 686 / 0.688
4_1_cts: 636 / 0.620
3_5_place_dp: 618 / 0.581
3_3_place_gp: 608 / 0.584
2_1_floorplan: 583 / 0.463
cell type report:
class	instances	area, um2	area share, %
clock inverter	13	130	0.341
timing repair buffer	173	1540	4.04
antenna	1	2.50	0.00656
sequential	128	3520	9.24
multi-input combinational	4254	29700	77.9
inverter	240	901	2.36
tap	1512	1890	4.96
clock buffer	19	433	1.14
layer usage:
layer / vias to the layer above / GRT usage, %
li1: 17791 / -
met1: 16773 / 33.7
met2: 1366 / 35.0
met3: 239 / 4.14
met4: 4 / 6.76
met5: - / 0
Power is estimated from default activity; no workload was simulated.
