[/design/flow/design.v]
module frequency(clk,data,mean,freq_out);
	input clk;
	input [11:0] mean;
	input [11:0] data;
	output reg [31:0] freq_out;
	reg [1:0] mode;
	integer counter;
	integer freq_int;
	integer freq_const;
	integer counter_clk;
	reg clk_en;
	initial begin
		counter <= 'd0;
		counter_clk <= 'd0;
		mode <= 2'b00;
		freq_out <= 32'b0000000000;
		freq_const <= 'd100000;   
		freq_int <= 'd0;
	end
	always @(posedge clk) begin
		if(data < mean && mode == 2'b00) begin
			counter <= counter + 'd1;
		end else if(data > mean && mode == 2'b00) begin
			freq_int <= freq_const / counter;
			freq_out <= freq_int[31:0];  
			counter <= 'd1;
			mode <= 2'b11;
		end else if(data > mean && mode == 2'b11) begin
			counter <= counter + 'd1;
			mode <= 2'b01;
		end else if(data > mean && mode == 2'b01) begin
			counter <= counter + 'd1;
		end else if(data < mean && mode == 2'b01) begin
			counter <= counter + 'd1;
			mode <= 2'b00;
		end
	end
endmodule
[/design/flow/run.sh]
#!/bin/bash
# OpenROAD 26Q1-2900-gdf79404cd8, Yosys 0.63+post, stock flow scripts
make -C /OpenROAD-flow-scripts/flow DESIGN_CONFIG=/design/flow/config.mk WORK_HOME=/design/flow/orfs finish
[/design/flow/config.mk]
export PLATFORM = sky130hd
export DESIGN_NAME = frequency
export DESIGN_NICKNAME = frequency
export VERILOG_FILES = /design/flow/design.v
export SDC_FILE = /design/flow/constraint.sdc
export NUM_CORES = 4
export LEC_CHECK = 1
export CORE_UTILIZATION = 50
[/design/flow/constraint.sdc]
current_design frequency

set clk_period 59.8
set clk_io_pct 0.2

create_clock -name clk0 -period $clk_period [get_ports {clk}]

set non_clock_inputs [all_inputs -no_clocks]
set_input_delay [expr $clk_period * $clk_io_pct] -clock clk0 $non_clock_inputs
set_output_delay [expr $clk_period * $clk_io_pct] -clock clk0 [all_outputs]
==> flow_metrics.tcl <==
# metrics dict for downstream scripts
set metrics [dict create \
    status "aborted with a tool error" \
    stop_stage "global routing (5_1_grt)" \
    first-error "[ERROR GRT-0232] Routing congestion too high. Check the congestion heatmap in the GUI." \
    ys.flops 98 \
    ios 57 \
    ys_cells 5368 \
    grt_max_degree 45 \
    ys_warn_count 1 \
    yosys_area_sq_mm 0.03738 \
    cts_sinks 98 \
    flop_cell "edfxtp_1" \
    cts_max_path_buffers 2 \
    fp_util_pct 50.89 \
    portBuffers 56 \
    post_synth_inst_count 5368 \
    htreeDepth 3 \
    dp_hpwl_mm 147.0 \
    die_h_microns 275.4 \
    crit_endpoint "freq_int[30]$_DFFE_PP_/D" \
    synth-edff-count 98 \
    postPlaceCellArea_sq_mm 0.05710 \
    rows 99 \
    place.gp.congestion 1.166 \
    synthArstFlopShare_pct 0 \
    endpoint_type "register input" \
    avgSynthCellArea_sq_um 6.963 \
    cts_buffers 9 \
    cts_hold_buf 0 \
    clockRootBuffer "clkbuf_16" \
    synth_cell_types 105 \
    die_w_microns 275.4 \
    syn_area_sq_mm 0.03738 \
    ys_seq_share_pct 7.873 \
]
## cell usage after synthesis, types with 54 or more instances
cell | n | area, sq um
nor2_1 | 629 | 2361
ha_1 | 512 | 6406
nand2_1 | 504 | 1892
a21oi_1 | 432 | 2162
o21ai_0 | 339 | 1697
xnor2_1 | 265 | 2321
a21o_1 | 204 | 1531
inv_1 | 198 | 743.2
nor3_1 | 169 | 845.8
nand3_1 | 166 | 830.8
xor2_1 | 155 | 1358
o21a_1 | 150 | 1126
clkbuf_1 | 141 | 529.3
edfxtp_1 | 98 | 2943
a31oi_1 | 94 | 588.1
a211oi_1 | 74 | 555.5
or3_1 | 74 | 462.9
nand2b_1 | 73 | 456.7
o31ai_1 | 71 | 533.0
and3_1 | 65 | 406.6
nor2b_1 | 55 | 344.1
o211ai_1 | 54 | 405.4
o21bai_1 | 54 | 405.4
## repair_timing
| action | 4_1_cts |
|---|---|
| pin swaps | 382 |
| setup endpoints to repair | 32 |
| resized | 517 |
| gates cloned | 2 |
| setup buffers | 237 |
## cells by family after synthesis
family / count (synthesis) / share of synthesized area, %
buf+inv: 403 / 4.184
flops: 98 / 7.873
xor+xnor: 420 / 9.841
mux: 92 / 2.628
compound gates: 1846 / 33.01
simple gates: 1997 / 25.33
fa+ha+maj: 512 / 17.14
## through the flow
step | worst slack (ns) | instances | hold WS (ns)
4_1_cts | -3.286 | 8733 | 0.4193
3_5_place_dp | -7.926 | 8482 | 0.4045
3_3_place_gp | -7.516 | 8482 | 0.4014
2_1_floorplan | -5.715 | 5368 | 0.4003
